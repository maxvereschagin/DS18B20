File: flow/run.sh
#!/bin/bash
# OpenROAD 26Q1-2900-gdf79404cd8, Yosys 0.63+post, stock flow scripts
make -C /OpenROAD-flow-scripts/flow DESIGN_CONFIG=/design/flow/config.mk WORK_HOME=/design/flow/orfs finish
File: flow/config.mk
export PLATFORM = sky130hd
export DESIGN_NAME = top
export DESIGN_NICKNAME = top
export VERILOG_FILES = /design/flow/design.v
export SDC_FILE = /design/flow/constraint.sdc
export NUM_CORES = 4
export LEC_CHECK = 1
export CORE_UTILIZATION = 40
File: flow/constraint.sdc
current_design top

set clk_period 5.4
set clk_io_pct 0.2

create_clock -name clk0 -period $clk_period [get_ports {clk}]

set non_clock_inputs [all_inputs -no_clocks]
set_input_delay [expr $clk_period * $clk_io_pct] -clock clk0 $non_clock_inputs
set_output_delay [expr $clk_period * $clk_io_pct] -clock clk0 [all_outputs]
File: flow/design.v
module CRC(
	input clk,
	input rst,
	input DataIn,
	input enable,
	output reg [7:0] DataOut
);
always @(posedge clk)
	if(rst)
		DataOut <= 8'd0;
	else if(enable)
		begin
		DataOut[7] <= DataIn^DataOut[0];
		DataOut[6] <= DataOut[7];
		DataOut[5] <= DataOut[6];
		DataOut[4] <= DataOut[5];
		DataOut[3] <= (DataIn^DataOut[0])^DataOut[4];
		DataOut[2] <= (DataIn^DataOut[0])^DataOut[3];
		DataOut[1] <= DataOut[2];
		DataOut[0] <= DataOut[1];
		end
endmodule
module OneWireFSM(
    input clk,
    input rst, 
    input s_busy,
    input [7:0] crc_data,
    input [7:0] m_data_i,
    input rd_strb,
    input convert_done,
    input s_error,
    output reg slave_presence,
    output reg [7:0] m_data_o,
    output wr,
    output rd,
    output reg crc_rst,
    output reg [15:0] Temp,
    output crc_en,
    output data_valid,
    output reg check_convert
);
localparam [2:0] s_reset = 3'd0, s_presence = 3'd1, s_init = 3'd2, s_start_convert = 3'd3, s_wait_conv = 3'd4, s_read_scratchpad = 3'd5, s_read_data = 3'd6;
reg [2:0] state;
reg [3:0] bytes_counter;
reg [7:0] tempL;
reg [7:0] tempH;
reg [7:0] CRC;
reg [7:0] InitData [4:0];  
reg [7:0] ConvertData [1:0];  
reg [7:0] ReadData [1:0];  
reg slave_init;
integer i;
assign wr = ~s_busy & ((state == s_init & bytes_counter < 5) | (state == s_start_convert & bytes_counter < 2) | (state == s_read_scratchpad & bytes_counter < 2));
assign rd = ~s_busy & (state == s_read_data & bytes_counter < 9);
always @(posedge clk)
if(rst)
    state <= s_reset;
else 
    begin
        case(state)
        s_reset: 
        begin
            slave_presence <= 1'b1;
            state <= s_presence; 
            slave_init <= 1'b0;
        end
        s_presence:
        begin
            crc_rst <= 1'b0;
            bytes_counter <= 4'd0; 
            InitData[4] <= 8'hCC;
            InitData[3] <= 8'h4E;
            InitData[2] <= 8'hFF;
            InitData[1] <= 8'hFF;
            InitData[0] <= 8'h1F;  
            ConvertData[1] <= 8'hCC;
            ConvertData[0] <= 8'h44;
            ReadData[1] <= 8'hCC;
            ReadData[0] <= 8'hBE;
            slave_presence <= 1'b0;
            if(~s_busy) 
            begin
            if(s_error) state <= s_reset;
            if(~slave_init) state <= s_init;
            else if(convert_done) state <= s_read_scratchpad;
            else state <= s_start_convert;  
            end
        end
        s_init:
        begin
            if(~s_busy) 
            begin
                slave_init <= 1'b1;
                bytes_counter <= bytes_counter + 1'b1;
                if(bytes_counter == 5)
                begin
                    state <= s_presence;
                    slave_presence <= 1'b1;
                end
                else if(bytes_counter < 5)
                begin
                    InitData[0] <= 8'd0;
                    for(i = 4; i > 0; i=i-1) InitData[i] <= InitData[i-1];
                end
            end
        end
        s_start_convert:
		begin
            if(bytes_counter == 2) 
            begin
                if(~s_busy) 
                begin
                state <= s_wait_conv;
                check_convert <= 1'b1;
                end
            end
            else if(bytes_counter < 2) begin    
                if(~s_busy)
                begin
                    bytes_counter <= bytes_counter + 1'b1;
                    ConvertData[1] <= ConvertData[0];
                    ConvertData[0] <= 8'd0; 
                end
            end   
        end
        s_wait_conv:
        begin
            check_convert <= 1'b0;
            slave_presence <= 1'b0;
            if(convert_done)
            begin
                state <= s_presence;
                slave_presence <= 1'b1;
            end
        end
        s_read_scratchpad:
        begin
            if(~s_busy)
            begin
                bytes_counter <= bytes_counter + 1'b1;
                if(bytes_counter == 2)
                begin
                    state <= s_read_data;
                    crc_rst <= 1'b1;
                    bytes_counter <= 4'd0;
                end
                else if(bytes_counter < 2)
                begin
                    ReadData[1] <= ReadData[0];
                    ReadData[0] <= 8'd0; 
                end
            end
        end
        s_read_data:
        begin
            crc_rst <= 1'b0;
            if(~s_busy)
            begin
                bytes_counter <= bytes_counter + 1'b1;
                if(bytes_counter == 9)
                begin
                    state <= s_presence;
                    slave_presence <= 1'b1;
                end
            end
        end
        default: state <= s_reset;
        endcase
    end
always @(posedge clk)
if(crc_rst)
    tempL <= 8'd0; 
else if(((state == s_read_data) & (bytes_counter == 4'd1)) & ~s_busy)  
    tempL <= m_data_i;
always @(posedge clk)
if(crc_rst)
    tempH <= 8'd0; 
else if(((state == s_read_data) & (bytes_counter == 4'd2)) & ~s_busy)
    tempH <= m_data_i;
always @(posedge clk)
if(crc_rst)
    CRC <= 8'd0;
else if(((state == s_read_data) & (bytes_counter == 4'd9)) & ~s_busy)
    CRC <= m_data_i;   
always @(posedge clk)
if(data_valid)
    Temp <= {tempH, tempL};    
assign data_valid = (state != s_read_data) & (CRC == crc_data);  
assign crc_en = (bytes_counter < 4'd9) ? rd_strb : 1'b0;
always @(state, InitData[4], ConvertData[1], ReadData[1])  
begin
    case(state)
    s_init:      m_data_o = InitData[4];
    s_start_convert:   m_data_o = ConvertData[1];
    s_read_scratchpad: m_data_o = ReadData[1];
    default:           m_data_o = 8'h00;
    endcase
end
endmodule
module OneWireTXRX(
	input clk,
	input rst,
	input rd,
	input wr,
	input presence,
	input check_convert,
	input [7:0] data_i,
	inout line,
	output busy,
	output rd_strb,
	output reg error,
	output [7:0] data_o,
	output major_data,
	output reg convert_done
);
reg [2:0] state;
reg [31:0] timer;
reg line_en;
reg [7:0] receive_data;
reg [7:0] transmit_data;
reg [3:0] bit_counter;
reg  slave_ready;
reg [2:0] major_sel;
assign major_data = (major_sel[2] & major_sel[1]) | (major_sel[2] & major_sel[0]) | (major_sel[1] & major_sel[0]);
localparam [2:0] s_wait = 3'd0, s_presence = 3'd1,
				 s_write_byte = 3'd2, s_write_zero = 3'd3, s_write_one = 3'd4, 
				 s_read_line = 3'd5, s_check_convert = 3'd6;
parameter FREQ = 48;  
localparam ReadTime          = 5    * FREQ;		 
localparam ReadTimeSlot      = 65   * FREQ;	     
localparam ReadTakeTime      = 15   * FREQ;		 
localparam WriteZeroTime     = 60   * FREQ;		 
localparam WriteOneTime      = 5    * FREQ;		 
localparam WriteTimeSlot     = 65   * FREQ;      
localparam PresenceTime      = 720  * FREQ; 	 
localparam PresenceCheckTime = 780  * FREQ;	     
localparam PresenceTimeSlot  = 1020 * FREQ; 	 
localparam TimeForMajorSel   = 1    * FREQ;      
assign line = line_en ? 1'b0 : 1'bz;  
assign rd_strb = (state == s_read_line) & (timer == ReadTakeTime + 2*TimeForMajorSel);  
assign busy = ~(state == s_wait);  
assign data_o = transmit_data;  
always @(posedge clk)
begin
	if(rst) 
		state <= s_wait;
	else 
	begin
		case(state)
		s_presence:
		begin
		    convert_done <= 1'b0;
			timer <= timer + 1'b1;
			if(timer == PresenceTimeSlot)
				begin
				state <= s_wait;
				if(slave_ready) error <= 1'b0;
				else error <= 1'b1;
				end
			else if(timer < PresenceTime)
				line_en <= 1'b1;
			else if((PresenceTime < timer) & (timer < PresenceCheckTime)) 
			    line_en <= 1'b0;
			else if(timer > PresenceCheckTime)
			    begin
				if(~line) slave_ready <= 1'b1;
				line_en <= 1'b0;
				end	
		end
		s_wait:
		begin
		    slave_ready <= 1'b0;
		    line_en <= 1'b0;  
			bit_counter <= 4'd0;
			timer <= 32'd0;
			transmit_data <= 8'd0;
			timer <= 32'd0;
			receive_data <= 8'd0;
			if(presence) state <= s_presence;
			else if(rd) state <= s_read_line;
			else if(wr)
			begin
				state <= s_write_byte;
				receive_data <= data_i;  
			end
			else if(check_convert) 
				state <= s_check_convert;
		end
		s_write_byte:
		begin
		    convert_done <= 1'b0;
			timer <= 32'd0;
			if (bit_counter == 4'd8)  state <= s_wait;  
			else if(receive_data[0])  state <= s_write_one;
			else if(~receive_data[0]) state <= s_write_zero;
		end
		s_write_zero:
		begin
			timer <= timer + 1'b1;
			if(timer == WriteTimeSlot)  
			begin
				state <= s_write_byte;
				receive_data <= {1'b0, receive_data[7:1]};
				bit_counter <= bit_counter + 1'b1;
			end
			else if(timer < WriteZeroTime)
				line_en <= 1'b1;
			else if(timer > WriteZeroTime)
				line_en <= 1'b0;
		end
		s_write_one:
		begin
			timer <= timer + 1'b1;
			if(timer == WriteTimeSlot)
			begin
				state <= s_write_byte;
				receive_data <= {1'b0, receive_data[7:1]};
				bit_counter <= bit_counter + 1'b1;
			end
			else if(timer < WriteOneTime)
				line_en <= 1'b1;
			else if(timer > WriteOneTime)
				line_en <= 1'b0;
		end
		s_read_line:
		begin
		    convert_done <= 1'b0;
			timer <= timer + 1'b1;
			if(timer == ReadTimeSlot)
			begin
				timer <= 32'd0;
				if(bit_counter == 4'd8)
					state <= s_wait;	
			end
			else if(timer == ReadTakeTime)
			    major_sel <= {line, major_sel[2:1]};
			else if(timer == ReadTakeTime + TimeForMajorSel) 
                major_sel <= {line, major_sel[2:1]};
			else if(timer == ReadTakeTime + 2*TimeForMajorSel)
			begin 
                major_sel <= {line, major_sel[2:1]};
                bit_counter <= bit_counter + 1'b1;
				if(bit_counter <= 8)
				transmit_data <= {major_data, transmit_data[7:1]}; 
			end
			else if(timer < ReadTime)
				line_en <= 1'b1;
			else if(timer > ReadTime)
				line_en <= 1'b0;
		end
		s_check_convert:
		begin
			convert_done <= 1'b0;
			if(timer < ReadTime)
			begin
				timer <= timer + 1'b1;
				line_en <= 1'b1;
			end
			else 
			begin
				line_en <= 1'b0;
				if(line)
				begin
					convert_done <= 1'b1;
					state <= s_wait;
				end
			end
		end
		default: state <= s_wait;
		endcase
	end
end
endmodule 
module top(
    input clk,
    input rst,
    output sign,
    output [1:0] hundreds,
    output [6:0] seven_segment_out,
    output select, 
    inout line,
    output valid
);
reg [12:0] counter;
always @(posedge clk)
    counter <= counter + 1'b1;
wire [7:0] led_bits;
wire [15:0] digital;
reg [6:0] seven_segment_tens;
reg [6:0] seven_segment_units;
wire [3:0] tens, units;
wire [7:0] remains;
assign hundreds = led_bits / 100;
assign remains = led_bits % 100;
assign tens = remains / 10;
assign units = remains % 10; 
assign led_bits = digital[11] ? ( ~ digital[11:4] + 1'b1 ) : digital[11:4];  
assign sign = digital[11];
assign select = counter[12];  
assign seven_segment_out = counter[12] ? ~seven_segment_tens : ~seven_segment_units;  
always @(*)
begin
    seven_segment_tens = 7'dx;
    case(tens)
    4'd0: seven_segment_tens = 7'b1111_110;
    4'd1: seven_segment_tens = 7'b0110_000;
    4'd2: seven_segment_tens = 7'b1101_101;
    4'd3: seven_segment_tens = 7'b1111_001;
    4'd4: seven_segment_tens = 7'b0110_011;
    4'd5: seven_segment_tens = 7'b1011_011;
    4'd6: seven_segment_tens = 7'b1011_111;
    4'd7: seven_segment_tens = 7'b1110_000;
    4'd8: seven_segment_tens = 7'b1111_111;
    4'd9: seven_segment_tens = 7'b1111_011;
    default: seven_segment_tens = 7'dx;    
    endcase
end
always @(*)
begin
    seven_segment_units = 7'dx;
    case(units)
    4'd0: seven_segment_units = 7'b1111_110;
    4'd1: seven_segment_units = 7'b0110_000;
    4'd2: seven_segment_units = 7'b1101_101;
    4'd3: seven_segment_units = 7'b1111_001;
    4'd4: seven_segment_units = 7'b0110_011;
    4'd5: seven_segment_units = 7'b1011_011;
    4'd6: seven_segment_units = 7'b1011_111;
    4'd7: seven_segment_units = 7'b1110_000;
    4'd8: seven_segment_units = 7'b1111_111;
    4'd9: seven_segment_units = 7'b1111_011;
    default: seven_segment_units = 7'dx;    
    endcase
end
 wire rd_strb; 
 wire slave_presence; 
 wire wr, rd;
 wire [7:0] m_data_i;
 wire [7:0] m_data_o;
 wire crc_rst;
 wire crc_en;
 wire [7:0] crc_data;
 wire major_data;
 wire s_busy;   
 wire s_error;
 wire check_convert;
 wire convert_done;
OneWireFSM ControlFSM(
    .clk(clk),
    .rst(rst),
    .check_convert(check_convert),
    .s_busy(s_busy),
    .s_error(s_error),
    .crc_data(crc_data),
    .m_data_i(m_data_i),
    .rd_strb(rd_strb),
    .slave_presence(slave_presence),
    .m_data_o(m_data_o),
    .wr(wr),
    .rd(rd),
    .crc_rst(crc_rst),
    .Temp(digital),
    .crc_en(crc_en),
    .data_valid(valid),
    .convert_done(convert_done)
);  
OneWireTXRX #(.FREQ(27)) RecieveTransmitModule( 
    .clk(clk),
	.rst(rst),
	.rd(rd),
	.wr(wr),
	.presence(slave_presence),
	.check_convert(check_convert),
	.data_i(m_data_o),
	.line(line),
	.busy(s_busy),
	.rd_strb(rd_strb),
	.error(s_error),
	.data_o(m_data_i),
	.major_data(major_data),
	.convert_done(convert_done)
);
CRC CRC8 (
    .clk(clk),
    .rst(crc_rst),
    .enable(crc_en), 
    .DataIn(major_data), 
    .DataOut(crc_data)
);
endmodule
==> job_summary.md <==
### Metrics collected by this job

| Metric | Value |
|---|---|
| Status | finished clean |
| Slew of the pin with the lowest slew margin | 1046 ps |
| DRC violation total after the first TritonRoute iteration | 268 |
| Synthesis-to-finish area growth | 8.289% |
| Antenna viol nets, final | 0 |
| CP Class | reg2reg |
| Most frequently used cell type in the post-synthesis netlist | nor2_1 |
| Overall fraction of global-route tracks in use | 13.98% |
| Stage delay of the slowest cell on the critical path | 680 ps |
| Number of placed I/O pins | 15 |
| Post-Route WL | 8967 um |
| Routability-driven placement congestion ratio | 0.8511 |
| Share of total power in sequential cells | 57.3% |
| Synthesized cell area | 5359 um^2 |
| Part of the Yosys area used for sequential elements | 54.54% |
| Yosys top cell area share | 41.47% |
| End of the worst register-to-register path | RecieveTransmitModule.receive_data[6] |
| Internal power contribution | 1.297 mW |
| Classification of the worst-slack hold path | reg2reg |
| Depth of the most critical reg-to-reg path | 5 |
| Max cap viols | 0 |
| H-tree lvl count | 3 |
| Part of the power in the clock network | 36.2% |
| Critical Path Start Type | flip-flop |
| DRC viols | 0 |
| Comb pwr share | 6.6% |
| Post-Route Setup TNS | 0 ps |
| Critical path endpoint category | flip-flop |
| Storage element area | 2923 um^2 |
| Post-CTS setup-driven buffer insertion count | 0 |
| Core ar. | 12820 um^2 |
| OpenROAD warning count | 30 |
| AND/OR/NAND/NOR Cells, Area Fraction | 21.43% |
| Count of filler cells inserted in the layout | 1190 |
| Remaining Overflow, GRT | 0 |
| Die footprint | 13860 um^2 |
| Chip Width | 117.7 um |
| Worst R2R Start | RecieveTransmitModule.timer[25] |
| Top achievable clock speed | 307.1 MHz |
| Total of buffers placed on input and output ports | 3 |
| Pin count of the biggest net entering global routing | 33 |
| Post-synthesis share of cell area spent on and-or and or-and gates | 6.934% |
| Final tally of max-slew violations | 0 |
| Critical path endpoint | RecieveTransmitModule.receive_data[6] |
| Worst path slowest cell | or4_1 |
| Max IR drop VDD | 0.1389 mV |
| Initial antenna violation count | 0 |
| Proportion of layout cells with a drive suffix above 1 | 6.823% |
| CTS max path bufs | 2 |
| Leading cell types by count after synthesis | nor2_1, edfxtp_1, dfxtp_1, nand2_1, nand3_1 |
| Minimum period implied by the final worst setup slack | 3256 ps |
| Switching portion of total power | 23.63% |
| Net switching power | 401.3 uW |
| Data required time of the worst path | 5380 ps |
| First-pass GRT wire length | 15460 um |
| Average via count per standard cell | 5.128 |
| Number of warnings issued by yosys | 8 |
| Placement-stage cell area | 5529 um^2 |
| Max_slew headroom | 29.63% |
| #FFs+latches synth | 109 |
| Standard-cell rows | 41 |
| Final worst path period share | 60.30% |
| Resize count post-CTS | 0 |
| Clock root buffer | clkbuf_16 |
| Setup repair after global routing missed its margin | no |
| Latest clock arrival within the worst-skew pair | 350 ps |
| Post-Synth Adder-Cell Area | 2.101% |
| Slack of the worst reg-to-reg path | 2140 ps |
| Post-synth EDFFs | 74 |
| Number of distinct standard cells referenced by the synthesized netlist | 49 |
| Via count of the first global-routing pass | 3277 |
| Cell type with the largest total area | edfxtp_1 |
| Worst-path cell chain | or4_4 -> or3_1 -> or4_1 -> nand2b_1 -> a21oi_1 |
| TritonCTS clock tree | done |
| Endpoints failing setup | 0 |
| Signal arrival time at the worst endpoint | 3240 ps |
| Area used by multi-input combinational logic | 2230 um^2 |
| Total via count after detailed routing | 3513 |
| Async set-reset flop share out of synthesis | 0% |
| Cell area after layout | 5803 um^2 |
| Cell count listed in synth_stat.txt | 511 |
| Clock buffers created by TritonCTS | 9 |
| Count of hold buffers inserted by post-cts repair | 0 |
| Detail-routed net length per standard cell | 13.09 um |
| Clock transition at the registers of the reported paths | 70 ps |
| Leakage power total | 1.922 nW |
| Power density of the placed cells | 292.7 nW/um^2 |
| Floorplan core density | 41.79% |
| Iteration count of the initial detailed-routing pass | 7 |
| Clock skew after layout | 9.170 ps |
| Average cell area after synthesis | 10.49 um^2 |
| Instance tally after logic synthesis | 511 |
| Yosys-reported design area after synthesis | 5359 um^2 |
| Start point of the critical path | RecieveTransmitModule.timer[25] |
| Prevailing logic family in the synthesized netlist | simple AND/OR/NAND/NOR gates |
| Detailed-placement wirelength estimate | 6054 um |
| XOR/XNOR Area Share | 7.682% |
| Max Fanout on Critical Path | 8 |
| Proportion of synthesized area in mux cells | 2.241% |
| Antenna diode instance count | 0 |
| Die Y-Extent | 117.7 um |
| Number of endpoints with negative hold slack in the final report | 0 |
| Ys flop type | edfxtp_1 |
| Clk sink count | 109 |
| Largest cells by area after synthesis | edfxtp_1, dfxtp_1, nor2_1 |
-- stage by stage --
| step | std cells | setup slack [ps] | utilization [%] | total power, mW | hold WS, ps |
|---|---|---|---|---|---|
| after floorplan | 520 | 601.0 | - | 1.078 | 379.1 |
| after global placement | 669 | 2215 | 43.11 | 1.100 | 389.5 |
| after detailed placement | 669 | 2137 | 43.11 | 1.103 | 397.3 |
| after CTS | 685 | 2159 | 45.25 | 1.719 | 414.5 |
| after global routing | 685 | 2002 | 45.25 | 1.770 | 436.5 |
| final | 685 | 2144 | 45.25 | 1.698 | 411.0 |
-- layout make-up --
cell class	count	area share [%]
Multi-Input combinational cell	360	38.42
Tap cell	172	3.708
Clock buffer	11	4.032
Sequential cell	109	50.37
Inverter	15	0.9702
Clock inverter	5	0.6900
Timing Repair Buffer	13	1.811
-- worst max-delay path, delay by kind of cell (launching register included) --
| family | cells | cell delay, ps |
|---|---|---|
| simple gates | 4 | 1770 |
| flops | 1 | 520 |
| compound gates | 1 | 600 |
-- cell families (layout without fill, tap and decap cells) --
| family | count (synthesis) | count (layout) |
|---|---|---|
| DFF | 109 | 109 |
| AOI/OAI and AO/OA | 52 | 52 |
| adders and majority gates | 9 | 9 |
| xor gates and xnor gates | 47 | 47 |
| and+or+nand+nor | 229 | 229 |
| buffers and inverters | 51 | 44 |
| other | 2 | 11 |
| muxes | 12 | 12 |
-- power by group through the flow --
stage / Clock, mW / Combinational (mW) / Sequential [mW]
CTS: 0.634 / 0.113 / 0.972
global route: 0.664 / 0.127 / 0.978
finish: 0.614 / 0.111 / 0.973
-- state kept, by name (all words and copies together) (netlist names) --
name,cells
RecieveTransmitModule.bit_counter,4
ControlFSM.bytes_counter,4
ControlFSM.slave_presence,1
RecieveTransmitModule.timer,32
counter,13
ControlFSM.check_convert,1
ControlFSM.slave_init,1
RecieveTransmitModule.receive_data,8
ControlFSM.InitData,15
ControlFSM.ConvertData,3
CRC8.DataOut,8
ControlFSM.ReadData,4
RecieveTransmitModule.state,7
ControlFSM.crc_rst,1
ControlFSM.state,7
-- routing by layer --
layer	global-route usage, %	routed length (um)	vias to the layer above
met4	2.644	172	0
met2	20.63	3902	62
li1	-	-	1797
met5	0	0	-
met1	22.84	4596	1641
met3	2.717	296	13
-- cell usage in the layout (no fill, tap or decap), types with 10 or more instances in the layout --
| cell | n |
|---|---|
| conb_1 | 11 |
| and2_1 | 10 |
| nor4_1 | 12 |
| inv_1 | 15 |
| nor2_1 | 76 |
| xnor2_1 | 18 |
| xor2_1 | 29 |
| nand2_1 | 31 |
| nand3_1 | 30 |
| edfxtp_1 | 74 |
| mux2i_1 | 12 |
| nand4_1 | 15 |
| a21oi_1 | 19 |
| nand2b_1 | 14 |
| buf_4 | 10 |
| and3_1 | 13 |
| dfxtp_1 | 35 |
-- how the worst min path moves through the flow --
| stage | from | endpoint | slack [ps] | depth (start not counted) |
|---|---|---|---|---|
| final | counter[0] | counter[0] | 410 | 1 |
| after global routing | counter[0] | counter[0] | 440 | 1 |
| after CTS | counter[0] | counter[0] | 410 | 1 |
No activity file was given, so power comes from the tool's default toggle rates.
